==> flow/design.v <==
module alu(
  input wire [2:0] data_a,
  input wire [2:0] data_b,
  input wire [1:0] compute,
  input wire en,
  output reg [3:0] data_out
);
  always @(*) begin
    case (compute)
      2'b00: data_out = en ? data_a & data_b : 0;
      2'b01: data_out = en ? data_a | data_b : 0;
      2'b10: data_out = en ? data_a + data_b : 0;
      2'b11: data_out = en ? ~data_a : 0;
      default: data_out = 0;
    endcase
  end
endmodule
==> flow/run.sh <==
#!/bin/bash
# OpenROAD 26Q1-2900-gdf79404cd8, Yosys 0.63+post, stock flow scripts
make -C /OpenROAD-flow-scripts/flow DESIGN_CONFIG=/design/flow/config.mk WORK_HOME=/design/flow/orfs finish
==> flow/config.mk <==
export PLATFORM = sky130hd
export DESIGN_NAME = alu
export DESIGN_NICKNAME = alu
export VERILOG_FILES = /design/flow/design.v
export SDC_FILE = /design/flow/constraint.sdc
export NUM_CORES = 4
export LEC_CHECK = 1
export CORE_AREA = 10 10 70 70
export DIE_AREA = 0 0 80 80
==> flow/constraint.sdc <==
current_design alu

set clk_period 1.4
set clk_io_pct 0.2

create_clock -name clk0 -period $clk_period

set non_clock_inputs [all_inputs -no_clocks]
set_input_delay [expr $clk_period * $clk_io_pct] -clock clk0 $non_clock_inputs
set_output_delay [expr $clk_period * $clk_io_pct] -clock clk0 [all_outputs]
==> results.json <==
{
  "power.density_mw_per_mm2": 261,
  "grt_antenna_before_repair": 0,
  "violations": "negative setup slack",
  "synth.avg_cell_area_sq_um": 8.80,
  "first_pass_iters": 3,
  "power_frac_seq": 0,
  "synthToLayoutAreaGrowth_pct": 115,
  "critPathCaptureType": "output pin",
  "hold_viol": 0,
  "min-delay-start": "data_a[0]",
  "ys_area_sq_um": 273,
  "swShare": 0.376,
  "core_sq_mm": 0.00342,
  "rsz0062_at_grt": "yes",
  "nClkBuffers": 0,
  "mi_logic_area_sq_um": 295,
  "wirelength_um": 888,
  "grt_usage": 0.0259,
  "crit_fanout": 3,
  "drtIter0Drc": 9,
  "grt_overflow": 0,
  "yosys_warnings": 1,
  "setup_violations": 4,
  "cp_slowest_cell": "fa_2",
  "synth_area_sq_um": 273,
  "hpwl_um": 670,
  "cap_viol_max_count": 0,
  "vias": 306,
  "cp-startpoint": "data_a[0]",
  "min_period_ns": 1.79,
  "run_status": "complete, but fails checks",
  "tightestPinTransition_ns": 0.252,
  "gp_congestion": 0.690,
  "max_freq_mhz": 559,
  "ir_worst_vdd_mv": 0.0509,
  "top_cell_area_share": 0.275,
  "avgRoutedWirePerCell_um": 8.79,
  "pwr-share-clk": 0,
  "slew_viol_final": 0,
  "fp-utilization": 0.0799,
  "placed_cells": 93,
  "chipArea_sq_mm": 0.00640,
  "drcViolationCount": 0,
  "warnings": 38,
  "cp.arrival_ns": 1.51,
  "vias_per_cell": 3.03,
  "synth_cells": 31,
  "worstPathCellList": "buf_8, ha_4, fa_2, mux2_4, o211a_1, buf_2",
  "holdCritPathClass": "input port to output pin",
  "drive_gt1_frac": 0.673,
  "io_pins": 13,
  "grt_max_degree": 8,
  "flop_area_sq_um": 0,
  "topCellsByArea": "ha_1 28%, mux2_4 11%, inv_1 8.3%",
  "total_power_mw": 0.153,
  "comb_power_share": 1.000,
  "yosysCellCount": 31,
  "postRouteAntennaNets": 0,
  "fin_cells": 101,
  "path_class": "input port to output pin",
  "ff_count": 0,
  "portBuffers": 13,
  "seq_area_frac_synth": 0,
  "switchingPower_mw": 0.0576,
  "final_core_util": 0.171,
  "dieHeight_um": 80,
  "mostFrequentLayoutCell": "buf_4",
  "crit_path_start_kind": "input port",
  "setup_ws_ns": -0.388,
  "slew_headroom": 0.832,
  "top_area_cell": "ha_1",
  "std_cell_rows": 21,
  "synth_cell_types": 17,
  "num_antenna_cells": 0,
  "max_stage_delay_ns": 0.40,
  "p_int_mw": 0.0955,
  "cp_data_required_time_ns": 1.12,
  "grt_pass1_wl_mm": 1.39,
  "dieWidth_um": 80,
  "worst_hold_slack_ns": 1.04,
  "lay_top_cells": "9 x buf_4, 7 x buf_2, 5 x buf_6, 4 x inv_2, 4 x ha_4",
  "holdBufCountCts": 0,
  "fill_cells": 380,
  "grt_pass1_vias": 301,
  "p_leak_nw": 0.277,
  "fin_crit_sh": 1.28
}
==> worst paths after layout <==
kind                  depth (start not counted)  slack [ns]          end
worst max-delay path                          6       -0.39  data_out[1]
worst min-delay path                          5        1.04  data_out[0]
==> synth_stat cells <==
cell / instances
a32o_1: 1
xnor2_1: 1
mux2_4: 2
ha_1: 6
nor3b_1: 1
nor2_1: 1
nor2b_1: 1
buf_6: 1
inv_1: 6
nand2_1: 1
fa_1: 1
o311a_2: 1
o211ai_1: 2
a21oi_1: 1
nand2b_1: 2
o211a_1: 2
mux2i_1: 1
==> power groups by stage <==
stage	logic (mW)	clock network [mW]	registers [mW]
final	0.153	0	0
after global routing	0.171	0	0
after CTS	0.149	0	0
==> area by class of cell <==
cell class / instances / area share
Multi-Input combinational cell: 24 / 0.504
Inverter: 6 / 0.0427
Timing Repair Buffer: 25 / 0.355
Tap cell: 46 / 0.0983
==> kinds of logic (layout without fill, tap and decap cells) <==
| kind of cell | Yosys count | in the layout | share of synthesized area |
|---|---|---|---|
| buffers and inverters | 7 | 31 | 0.124 |
| AND/OR/NAND/NOR | 6 | 6 | 0.124 |
| XOR/XNOR | 1 | 1 | 0.0321 |
| AND-OR/OR-AND | 7 | 7 | 0.225 |
| multiplexers | 3 | 3 | 0.147 |
| adder cells (fa/ha/maj) | 7 | 7 | 0.349 |
==> routing by layer <==
| layer | vias to the layer above | GRT usage | wire, um |
|---|---|---|---|
| li1 | 158 | - | - |
| met5 | - | 0 | 0 |
| met1 | 141 | 0.0384 | 443 |
| met3 | 0 | 0.00795 | 58 |
| met2 | 7 | 0.0377 | 386 |
| met4 | 0 | 0 | 0 |
==> worst max-delay path, delay by kind of cell <==
| kind | cells | cell delay (ns) |
|---|---|---|
| multiplexers | 1 | 0.26 |
| adder cells (fa/ha/maj) | 2 | 0.55 |
| buffers and inverters | 2 | 0.22 |
| AND-OR/OR-AND | 1 | 0.20 |
==> metrics by stage <==
step           TNS [ns]  area (sq um)  worst slack [ns]
4_1_cts           -1.12           568            -0.416
2_1_floorplan    -0.125           288            -0.125
3_3_place_gp      -4.10           494             -1.18
3_5_place_dp      -4.20           494             -1.20
6_report          -1.11           586            -0.388
5_1_grt           -1.29           586            -0.435
==> repair_timing <==
item | 4_1_cts | 5_1_grt
setup endpoints to repair | 4 | 4
pin swaps | 8 | 7
gates resized | 62 | 2
setup buffers | 6 | 3
Power is estimated from default activity; no workload was simulated.
